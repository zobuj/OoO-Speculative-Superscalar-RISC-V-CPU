## flow/run.sh

```bash
#!/bin/bash
# OpenROAD 26Q1-2900-gdf79404cd8, Yosys 0.63+post, stock flow scripts
make -C /OpenROAD-flow-scripts/flow DESIGN_CONFIG=/design/flow/config.mk WORK_HOME=/design/flow/orfs finish
```

## flow/config.mk

```make
export PLATFORM = sky130hd
export DESIGN_NAME = cacheline_adaptor
export DESIGN_NICKNAME = cacheline_adaptor
export VERILOG_FILES = /design/flow/design.v
export SDC_FILE = /design/flow/constraint.sdc
export NUM_CORES = 4
export LEC_CHECK = 1
export CORE_AREA = 10 10 302 302
export DIE_AREA = 0 0 312 312
```

## flow/constraint.sdc

```tcl
current_design cacheline_adaptor

set clk_period 17.1
set clk_io_pct 0.2

create_clock -name clk0 -period $clk_period [get_ports {clk}]

set non_clock_inputs [all_inputs -no_clocks]
set_input_delay [expr $clk_period * $clk_io_pct] -clock clk0 $non_clock_inputs
set_output_delay [expr $clk_period * $clk_io_pct] -clock clk0 [all_outputs]
```

## flow/design.v

```verilog
interface banked_mem_itf(
    input   bit         clk,
    input   bit         rst
);
    logic   [31:0]      addr;
    logic               read;
    logic               write;
    logic   [63:0]      wdata;
    logic               ready;
    logic   [31:0]      raddr;
    logic   [63:0]      rdata;
    logic               rvalid;
    bit                 error = 1'b0;
    modport dut (
        input           clk,
        input           rst,
        output          addr,
        output          read,
        output          write,
        output          wdata,
        input           ready,
        input           raddr,
        input           rdata,
        input           rvalid
    );
    modport mem (
        input           clk,
        input           rst,
        input           addr,
        input           read,
        input           write,
        input           wdata,
        output          ready,
        output          rdata,
        output          raddr,
        output          rvalid,
        output          error
    );
    modport mon (
        input           clk,
        input           rst,
        input           addr,
        input           read,
        input           write,
        input           wdata,
        input           ready,
        input           rdata,
        input           raddr,
        input           rvalid,
        input           error
    );
endinterface
interface mem_itf(
    input   bit         clk,
    input   bit         rst
);
    logic   [31:0]      addr;
    logic   [3:0]       rmask;
    logic   [3:0]       wmask;
    logic   [31:0]      rdata;
    logic   [31:0]      wdata;
    logic               resp;
    bit                 error = 1'b0;
    modport dut (
        input           clk,
        input           rst,
        output          addr,
        output          rmask,
        output          wmask,
        input           rdata,
        output          wdata,
        input           resp
    );
    modport mem (
        input           clk,
        input           rst,
        input           addr,
        input           rmask,
        input           wmask,
        output          rdata,
        input           wdata,
        output          resp,
        output          error
    );
    modport mon (
        input           clk,
        input           rst,
        input           addr,
        input           rmask,
        input           wmask,
        input           rdata,
        input           wdata,
        input           resp,
        output          error
    );
endinterface
interface mon_itf(
    input   bit             clk,
    input   bit             rst
);
            logic           valid [8];
            logic   [63:0]  order [8];
            logic   [31:0]  inst [8];
            logic           halt [8];
            logic   [4:0]   rs1_addr [8];
            logic   [4:0]   rs2_addr [8];
            logic   [31:0]  rs1_rdata [8];
            logic   [31:0]  rs2_rdata [8];
            logic   [4:0]   rd_addr [8];
            logic   [31:0]  rd_wdata [8];
            logic   [31:0]  pc_rdata [8];
            logic   [31:0]  pc_wdata [8];
            logic   [31:0]  mem_addr [8];
            logic   [3:0]   mem_rmask [8];
            logic   [3:0]   mem_wmask [8];
            logic   [31:0]  mem_rdata [8];
            logic   [31:0]  mem_wdata [8];
            bit             error = 1'b0;
endinterface
module cacheline_adaptor(
    input   logic               clk,
    input   logic               rst,
    input   logic               invalid_cpu_request,
    input   logic   [31:0]      cla_addr,
    input   logic               cla_read,
    input   logic               cla_write,
    output  logic   [255:0]     cla_rdata,
    input   logic   [255:0]     cla_wdata,
    output  logic               cla_resp,
    output  logic   [31:0]      cla_raddr, 
    input   logic               bmem_ready,
    input   logic   [31:0]      bmem_raddr,
    input   logic   [63:0]      bmem_rdata,
    input   logic               bmem_rvalid,
    output  logic   [31:0]      bmem_addr,
    output  logic               bmem_read,
    output  logic               bmem_write,
    output  logic   [63:0]      bmem_wdata
);
    enum logic [3:0] {
        idle,
        write_1,
        write_2,
        write_3,
        read_1,
        read_2,
        read_3,
        read_4
    } state, state_next;
    logic cla_rdata_write;
    always_ff @(posedge clk) begin 
        if(rst) begin
            state <= idle;
        end else begin
            state <= state_next;
        end
    end
    always_comb begin
        bmem_addr = '0;
        bmem_read = '0;
        bmem_write = '0;
        bmem_wdata = '0;
        state_next = state;
        cla_rdata_write = '0;
        case (state)
            idle: begin
                bmem_addr = '0;
                bmem_read = '0;
                bmem_write = '0;
                bmem_wdata = '0;
                state_next = idle;
                if(cla_read && bmem_ready && !invalid_cpu_request) begin
                    bmem_addr = cla_addr;
                    bmem_read = 1'b1;
                    state_next = read_1;
                end else if(cla_write && bmem_ready && !invalid_cpu_request) begin
                    bmem_addr = cla_addr;
                    bmem_write = 1'b1;
                    bmem_wdata = cla_wdata[63:0];
                    state_next = write_1;
                end else begin
                    state_next = idle;
                end
            end
            write_1: begin
                if(invalid_cpu_request) begin
                    bmem_write = '0;
                    bmem_addr = '0;
                    bmem_wdata = '0;
                    state_next = idle;
                end else begin
                    bmem_write = 1'b1;
                    bmem_addr = cla_addr;
                    bmem_wdata = cla_wdata[127:64];
                    if(bmem_ready) begin
                        state_next = write_2;
                    end
                end
            end
            write_2: begin
                bmem_write = 1'b1;
                bmem_addr = cla_addr;
                bmem_wdata = cla_wdata[191:128];
                if(bmem_ready) begin
                    state_next = write_3;
                end
            end
            write_3: begin
                bmem_write = 1'b1;
                bmem_addr = cla_addr;
                bmem_wdata = cla_wdata[255:192];
                if(bmem_ready) begin
                    state_next = idle;
                end
            end
            read_1: begin
                bmem_read = 1'b0;
                bmem_addr = '0;
                if(bmem_rvalid) begin
                    state_next = read_2;
                    cla_rdata_write = 1'b1;
                end else begin
                    state_next = read_1;
                end 
            end
            read_2: begin
                state_next = read_3;
                cla_rdata_write = 1'b1;
            end
            read_3: begin   
                state_next = read_4;
                cla_rdata_write = 1'b1;
            end
            read_4: begin
                state_next = idle;
                cla_rdata_write = 1'b1;
            end
        endcase
    end
    always_ff @ (posedge clk) begin
        if(cla_rdata_write) begin
            unique case(state) 
                read_1: cla_rdata[63:0] <= bmem_rdata;
                read_2: cla_rdata[127:64] <= bmem_rdata;
                read_3: cla_rdata[191:128] <= bmem_rdata;
                read_4: cla_rdata[255:192] <= bmem_rdata;
                default: cla_rdata <= '0;
            endcase
        end
    end
    always_ff @ (posedge clk) begin
        if(rst) begin
            cla_resp <= '0;
            cla_raddr <= '0;
        end else begin
        unique case(state)
            idle: begin
                cla_resp <= 1'b0;
                cla_raddr <= 'x;
            end
            write_3: begin
                cla_resp <= 1'b1;
                cla_raddr <= bmem_raddr;
            end
            read_4: begin
                cla_resp <= 1'b1;
                cla_raddr <= bmem_raddr;
            end
            default: begin
                cla_resp <= 1'b0;
                cla_raddr <= 'x;
            end
        endcase
        end
    end
endmodule
```

==> impl_metrics.csv <==
group,metric,value,unit
grt,antenna_found_initial,79,
route,wl_met1,24200,um
cells_and_area,areaGrowthSynthToFinish,83.8,%
route,drt_iter0_drc,545,
synthesis,top_cell_area_share,0.628,
flow_run,tool_warnings,25,
synthesis,ys_warn_count,1,
setup_path,startpoint_type,"input port",
setup_path,r2r-start,"state[1]$_DFF_P_",
sta,period_needed,9300,ps
sta,rsz0062_at_grt,"false",
floorplanning,boundaryPins,778,
floorplanning,coreArea,84900,um2
power_and_ir_drop,power.density,75.3,nW/um2
min_path,hold_path.class,"register to register",
route,wl_per_cell,26.8,um
route,wl,75000,um
sta,period_used_share,0.544,
route,drt-pass1-iter-count,7,
sta,fin_worst_skew,31.2,ps
grt,grt_overflow,0,
setup_path,crit_type,"input port to primary output",
sta,hold_ws,559,ps
synthesis,ys_cells,845,
synthesis,synthTopCellsByArea,"edfxtp_1, and2_1, dfxtp_1",
clock_tree,cts_hold_buffers,0,
synthesis,edf_count,256,
cells_and_area,drive_above_1_share,0.0525,
grt,grt_pass1_wl,99800,um
synthesis,synthesis.area,12200,um2
floorplanning,rows,107,
sta,relSlewSlack,0.484,
route,drc,0,
flow_run,maxCapViolCount,0,
status,status,"complete, no violations",
route,top_layer_used,"met5",
clock_tree,cts_tree,"built",
placement,dp_hpwl,61600,um
synthesis,async_flop_share,0,
synthesis,yosys-top-cells-count,"and2_1, edfxtp_1, a221o_1, a22o_1, clkbuf_1",
sta,setup_viol,0,
clock_tree,h-tree-depth,2,
sta,hold_viol,0,
route,wl_met3,10400,um
route,wl_met2,38500,um
floorplanning,die_y,312,um
clock_tree,clock_sinks,297,
synthesis,synth_cell_types,27,
clock_tree,cts_buffers,36,
route,final_antenna_net_count,0,
floorplanning,die-area,97300,um2
min_path,min_from,"state[4]$_DFF_P_",
power_and_ir_drop,vdd_ir_drop_max,0.0623,mV
cells_and_area,nFillCells,8749,
clock_tree,post-cts-setup-buffers,0,
clock_tree,cts-resized-gates,0,
setup_path,end_kind,"primary output",
setup_path,cp.arrival,5880,ps
clock_tree,clockBufferDepth,3,
sta,tightestPinTransition,773,ps
power_and_ir_drop,p_total,1.69,mW
grt,grt_pass1_vias,11169,
sta,finalSetupTns,0,ps
floorplanning,die_width,312,um
synthesis,netlist_instances,845,
clock_tree,clk_latency,560,ps
power_and_ir_drop,leakage,7.56,nW
cells_and_area,regArea,8530,um2
placement,port_buffers,777,
synthesis,ys_ff,297,
clock_tree,clkTransAtPathRegs,60,ps
cells_and_area,combGateArea,3470,um2
route,vias,10547,
floorplanning,fp_util,0.144,
synthesis,netlist.top_cell.by_area,"edfxtp_1",
setup_path,critPathRequiredTime,13680,ps
setup_path,critPathLaunch,"bmem_ready",
synthesis,yosys-stat-area,12200,um2
synthesis,syn_area_per_cell,14.5,um2
sta,clock.fmax,108,MHz
clock_tree,root_buffer,"clkbuf_16",
setup_path,cp_max_fo,66,
synthesis,ys_dominant_reg_cell,"edfxtp_1",
grt,grt_max_degree,67,
sta,slew_viol_final,0,
synthesis,ys_seq_frac,0.695,
route,drt-vias-per-instance,3.77,
grt,grt_usage,0.152,
placement,gp_congestion,1.02,
synthesis,most_common_cell,"and2_1",
## placed cells by master (no fill, tap or decap), drive strengths merged, types with 2 or more instances in the layout
cell,count
clkdlybuf4s50,776
bufinv,2
nand2,2
and2,289
a221o,64
mux2i,2
a22o,64
clkbuf,46
nor2b,36
clkinvlp,2
nor2,9
diode,16
dfxtp,41
nand2b,2
clkinv,10
buf,19
nor4b,3
edfxtp,256
inv,5
## flip-flops by register name, summed over array words and instances (netlist names)
| name | count |
|---|---|
| state | 8 |
| cla_rdata | 256 |
| cla_raddr | 32 |
| cla_resp | 1 |
## power by group
part	switching [mW]	total [mW]	internal (mW)
clock	0.314	0.739	0.425
sequential	0.00464	0.791	0.787
combinational	0.0502	0.163	0.113
## cell type report
type	instances	share of cell area
sequential	297	0.379
timing repair buffer	795	0.351
multi-input combinational	482	0.154
tap	1144	0.0636
clock buffer	46	0.0417
clock inverter	19	0.00845
antenna	16	0.00178
## path summary, 6_finish.rpt
check | to | slack, ps | cells past startpoint
setup / recovery | bmem_wdata[61] | 7800 | 6
hold / removal | state[0]$_DFF_P_ | 560 | 2
hold reg to reg | state[0]$_DFF_P_ | 560 | 2
setup reg to reg | cla_rdata[50]$_SDFFCE_PN0P_ | 14500 | 4
## logic make-up after synthesis
group	after synthesis	share of synthesized area
multiplexers	2	0.00163
flip-flops	297	0.695
buffers and inverters	66	0.0247
AND-OR/OR-AND	133	0.101
AND/OR/NAND/NOR	347	0.177
## layer usage
layer  vias to the layer above  track usage
li1                       4674            -
met1                      4929        0.151
met2                       734        0.269
met3                       180       0.0958
met4                        30       0.0261
met5                         -            0
## critical path: stages
cell             delay, ps
clkdlybuf4s50_1        710
nand3b_4               140
nor3b_4                170
buf_4                  600
a221o_1                280
clkdlybuf4s50_1        480
## per-stage QoR
step                utilization  cells  instance area [um2]  setup slack [ps]
CTS                       0.265   2783                22500              7850
global placement          0.251   2718                21300              7900
floorplan                     -    845                12200              6920
global route              0.265   2789                22500              7680
finish                    0.265   2799                22500              7800
detailed placement        0.251   2718                21300              7860
Power figures rest on the tool's default switching activity, not on a simulated workload.
