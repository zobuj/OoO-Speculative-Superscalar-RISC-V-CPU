**run.sh**
```bash
#!/bin/bash
# OpenROAD 26Q1-2900-gdf79404cd8, Yosys 0.63+post, stock flow scripts
make -C /OpenROAD-flow-scripts/flow DESIGN_CONFIG=/design/flow/config.mk WORK_HOME=/design/flow/orfs finish
```
**config.mk**
```make
export PLATFORM = sky130hd
export DESIGN_NAME = shift_add_multiplier
export DESIGN_NICKNAME = shift_add_multiplier
export VERILOG_FILES = /design/flow/design.v
export SDC_FILE = /design/flow/constraint.sdc
export NUM_CORES = 4
export LEC_CHECK = 1
export CORE_UTILIZATION = 40
```
**constraint.sdc**
```tcl
current_design shift_add_multiplier

set clk_period 16.7
set clk_io_pct 0.2

create_clock -name clk0 -period $clk_period [get_ports {clk}]

set non_clock_inputs [all_inputs -no_clocks]
set_input_delay [expr $clk_period * $clk_io_pct] -clock clk0 $non_clock_inputs
set_output_delay [expr $clk_period * $clk_io_pct] -clock clk0 [all_outputs]
```
**design.v**
```verilog
interface banked_mem_itf(
    input   bit         clk,
    input   bit         rst
);
    logic   [31:0]      addr;
    logic               read;
    logic               write;
    logic   [63:0]      wdata;
    logic               ready;
    logic   [31:0]      raddr;
    logic   [63:0]      rdata;
    logic               rvalid;
    bit                 error = 1'b0;
    modport dut (
        input           clk,
        input           rst,
        output          addr,
        output          read,
        output          write,
        output          wdata,
        input           ready,
        input           raddr,
        input           rdata,
        input           rvalid
    );
    modport mem (
        input           clk,
        input           rst,
        input           addr,
        input           read,
        input           write,
        input           wdata,
        output          ready,
        output          rdata,
        output          raddr,
        output          rvalid,
        output          error
    );
    modport mon (
        input           clk,
        input           rst,
        input           addr,
        input           read,
        input           write,
        input           wdata,
        input           ready,
        input           rdata,
        input           raddr,
        input           rvalid,
        input           error
    );
endinterface
interface mem_itf(
    input   bit         clk,
    input   bit         rst
);
    logic   [31:0]      addr;
    logic   [3:0]       rmask;
    logic   [3:0]       wmask;
    logic   [31:0]      rdata;
    logic   [31:0]      wdata;
    logic               resp;
    bit                 error = 1'b0;
    modport dut (
        input           clk,
        input           rst,
        output          addr,
        output          rmask,
        output          wmask,
        input           rdata,
        output          wdata,
        input           resp
    );
    modport mem (
        input           clk,
        input           rst,
        input           addr,
        input           rmask,
        input           wmask,
        output          rdata,
        input           wdata,
        output          resp,
        output          error
    );
    modport mon (
        input           clk,
        input           rst,
        input           addr,
        input           rmask,
        input           wmask,
        input           rdata,
        input           wdata,
        input           resp,
        output          error
    );
endinterface
interface mon_itf(
    input   bit             clk,
    input   bit             rst
);
            logic           valid [8];
            logic   [63:0]  order [8];
            logic   [31:0]  inst [8];
            logic           halt [8];
            logic   [4:0]   rs1_addr [8];
            logic   [4:0]   rs2_addr [8];
            logic   [31:0]  rs1_rdata [8];
            logic   [31:0]  rs2_rdata [8];
            logic   [4:0]   rd_addr [8];
            logic   [31:0]  rd_wdata [8];
            logic   [31:0]  pc_rdata [8];
            logic   [31:0]  pc_wdata [8];
            logic   [31:0]  mem_addr [8];
            logic   [3:0]   mem_rmask [8];
            logic   [3:0]   mem_wmask [8];
            logic   [31:0]  mem_rdata [8];
            logic   [31:0]  mem_wdata [8];
            bit             error = 1'b0;
endinterface
module shift_add_multiplier
#(
    parameter int OPERAND_WIDTH = 32
)
(
    input logic clk,
    input logic rst,
    input logic start,
    input logic [1:0] mul_type,
    input logic[OPERAND_WIDTH-1:0] a,
    input logic[OPERAND_WIDTH-1:0] b,
    output logic[2*OPERAND_WIDTH-1:0] p,
    output logic done
);
    enum int unsigned {IDLE, SHIFT, ADD, DONE} curr_state, next_state;
    localparam int OP_WIDTH_LOG = $clog2(OPERAND_WIDTH);
    logic [OP_WIDTH_LOG-1:0] counter;
    logic [OPERAND_WIDTH-1:0] b_reg;
    logic [2*OPERAND_WIDTH-1:0] accumulator, a_reg;  
    logic neg_result;
    always_comb
    begin : state_transition
        next_state = curr_state;
        unique case (curr_state)
            IDLE:  begin
                 next_state = start ? ADD : IDLE;
                if((a == 1'b1 && b == 1'b1 && start))begin
                    next_state = DONE;
                end
            end 
            ADD:     next_state = SHIFT;
            SHIFT:   next_state = (counter == OPERAND_WIDTH-1'b1) ? DONE : ADD;
            DONE:    next_state = start ? DONE : IDLE;
            default: next_state = curr_state;
        endcase
    end : state_transition
    always_comb
    begin : state_outputs
        done = '0;
        p = '0;
        unique case (curr_state)
            DONE:
            begin
                done = 1'b1;
                unique case (mul_type)
                    2'b11: p = accumulator[2*OPERAND_WIDTH-1:0];
                    2'b01,
                    2'b10: p = neg_result ? (~accumulator[2*OPERAND_WIDTH-1-1:0])+1'b1 : accumulator;
                    default: ;
                endcase
                    if( a == 1'b1 && b == 1'b1)begin
                        p = 64'b1; 
                    end
                    if(b == '0 || a == '0)begin
                        p = '0;
                    end
            end
            default: ;
        endcase
    end : state_outputs
    always_ff @ (posedge clk)
    begin
        if (rst)
        begin
            curr_state <= IDLE;
            a_reg <= '0;
            b_reg <= '0;
            accumulator <= '0;
            counter <= '0;
            neg_result <= '0;
        end
        else
        begin
            curr_state <= next_state;
            unique case (curr_state)
                IDLE:
                begin
                    if (start)
                    begin
                        accumulator <= '0;
                        unique case (mul_type)
                            2'b11:
                            begin
                                neg_result <= '0;    
                                a_reg <= a;
                                b_reg <= b;
                            end
                            2'b01:
                            begin
                                neg_result <= (a[OPERAND_WIDTH-1] ^ b[OPERAND_WIDTH-1]) && ((a != '0) && (b != '0));
                                a_reg <= (a[OPERAND_WIDTH-1]) ? {OPERAND_WIDTH*{1'b0}, (~a + 1'b1)} : a;
                                b_reg <= (b[OPERAND_WIDTH-1]) ? {OPERAND_WIDTH*{1'b0}, (~b + 1'b1)} : b;
                            end
                            2'b10:
                            begin
                                neg_result <= a[OPERAND_WIDTH-1];
                                a_reg <= (a[OPERAND_WIDTH-1]) ? {OPERAND_WIDTH*{1'b0}, (~a + 1'b1)} : a;
                                b_reg <= b;
                            end
                            default:;
                        endcase
                    end
                end
                ADD: if (b_reg[0]) accumulator <= accumulator + a_reg;
                SHIFT:
                begin
                    a_reg <= a_reg<<1;
                    b_reg <= b_reg>>1;
                    counter <= counter + 1'b1;
                end
                DONE: counter <= '0;
                default: ;
            endcase
        end
    end
endmodule
```
==> results.txt <==
State of the implementation.

- The flow ran to the end, and the final reports show no timing, DRC or antenna violations.
- Along the worst path, the maximum fanout reaches 63.
- After layout, the design draws a total of 0.001015 W.
- The critical path startpoint category is an input port, for reference.
- The clock reaches the later pin of the worst-skew pair after 0.45 ns.
- The final timing report lists a max-slew violation count of 0.
- Per the detail_route log, met2 wirelength is 17840 µm.
- Per the final layout report, the fraction of cells sized above drive strength 1 comes to 0.05123.
- Setup repair after global routing left no endpoint under its margin.
- On the critical path, the stage with the largest delay is an instance of nor4_1.
- The final cell utilization of the core is 0.4673, for reference.
- For this design, the CTS-stage hold fixing added 0 buffers.
- The capturing element type of the critical path is an output pin, for reference.
- Summing over every cut layer, the via total after detailed routing is 14370.
- The logic depth of the worst register-to-register path is 12, for reference.
- For this design, Yosys synthesis ends with a cell count of 2024.
- Of the synthesized area, sequential elements account for 0.2431.
- Per the OpenROAD floorplan log, the area of the core is 34460 µm².
- The remaining routing DRC violations is 0, for reference.
- In this run, synthesis inferred 0 flip-flops with an integrated enable.
- The classification of the worst-slack hold path is flop to flop, for reference.
- The highest signal layer in the routed design is met4, for reference.
- The synthesized flop and latch total is 170, for reference.
- In this run, the synthesized area fraction spent on and/or/nand/nor cells is recorded as 0.2695.
- The first global-routing pass estimated 70300 µm of wire.
- For this design the top-level I/O count stands at 134.
- The buffer type at the clock tree root is clkbuf_16, for reference.
- The post-route minimum period is 10.40 ns, for reference.
- The number of diodes added for antenna fixing is 0, for reference.
- The die is 189.1 µm tall.
- Dividing the final minimum period by the clock period gives 0.6230.
- After synthesis, the share of cell area in mux cells is 0.009564.
- From synthesis to final layout, the design area changed by 15.03%.
- Per the summary, power density relative to cell area is 63.03 nW/µm².
- The post-synthesis area per instance is 6.916 µm², for reference.
- The critical path runs through a total of 10 cells.
- Per the OpenROAD power report, leakage power amounts to 6.281 nW.
- The yosys warning tally is 1, for reference.
- The share of synthesized cell area in and-or and or-and compound cells is 0.2898, for reference.
- Overall routing resource usage recorded by global route was 0.2482.
- The count of nets left with antenna violations after detail routing is 0, for reference.
- Per the synthesis report, the adder-cell share of the synthesized area is 0.06757.
- The tally of OpenROAD warnings is 30, for reference.
- The TritonCTS clock tree is built, for reference.
- In this run the critical path is formed by clkdlybuf4s50_1 > or4_1 > nor4_1 > nand2_1 > o22a_1 > nand2_1 > or3_2 > buf_4 > a21oi_1 > clkdlybuf4s50_1.
- Global routing finished with a remaining overflow of 0.
- The clock passes through at most 2 buffers.
- In this run the most critical hold path is launched from b_reg[28].
- The largest delay contributor family on the critical path is simple AND/OR/NAND/NOR gates, for reference.
- The largest incremental delay on the critical path is 0.77 ns, for reference.
- The async set-reset flop share out of synthesis is 0, for reference.
- CTS added clock buffers totalling 17.
- Along the critical path, the tally of buffer and inverter instances is 3.
- The post-synthesis share of cell area spent on xor and xnor gates is 0.07133, for reference.
- The chip area estimate from yosys synthesis is 14000 µm², for reference.
- The total length of routed met3 wires is 3227 µm, for reference.
- The critical register-to-register path startpoint is accumulator[1], for reference.
- The largest non-sequential cell family by area is AND-OR/OR-AND gates, for reference.
- The number of antenna violations at the first check in global routing came to 0.
- The initial standard-cell utilization of the core is 0.4062, for reference.
- In the placement report, post-DP HPWL is listed as 32770 µm.
- After clock tree synthesis, the clock-pin slew on the worst setup and hold paths is 0.06 ns.
- The cell area that synthesis handed to floorplanning was 14000 µm².
- The total die size is 35750 µm², for reference.
- For reference, the final report shows the hold violation count at 0.
- The number of filler instances in the final layout is 3487, for reference.
- The number of setup buffers added after CTS is 0.
- Timing would allow up to 96.11 MHz.
- Counting every instance in the synthesized netlist gives 2024.
- Across the whole layout, storage elements account for 3408 µm².
- The critical setup path kind is input port to output pin, for reference.
- The total routed wirelength is 43540 µm, for reference.
- The length of routed wiring on met1 is 22070 µm, for reference.
- Summed over all failing endpoints, the final setup total negative slack is 0 ns.
- Across the run, the number of max-cap violations was 0.
- The report gives the cell count of the worst hold path as 2.
- The via count of the first global-routing pass is 12970, for reference.
- The number of port buffers is 133, for reference.
- The multi-input gate area in the final layout is 9932 µm², for reference.
- The required time of the critical path is 13.36 ns, for reference.
- The number of distinct library cells after synthesis is 78, for reference.
- The setup skew after layout is 0.01975 ns, for reference.
- The DRC marker count from the first detailed-route iteration is 1133, for reference.
- Looking at the cell usage after synthesis, the top flip-flop cell is dfxtp_1.
- The die is 189.1 µm wide.
- The transition time recorded at the tightest slew-check pin is 0.9150 ns.
- The maximum level of the CTS H-tree is 4, for reference.
- The critical path arrival is 7.06 ns, for reference.
- The average via count per standard cell is 5.694, for reference.
- Setup violations remaining at the end of the flow were counted as 0.
- For reference, the placement row count at floorplan is 68.
- The weighted congestion reported at the end of routability-driven placement is 0.9615, for reference.
- After clock tree synthesis, the repair step resized 0 gates.
- According to the timing report, the critical path is launched from b[5].
- Clock tree synthesis found a total of 170 sinks.
- The script logs the mean routed wire length per placed instance as 17.25 µm.
- The headroom to the max-slew limit is 0.3819, for reference.
- The first TritonRoute pass finished after 5 iterations.
- Entering global routing, the biggest net connects 85 pins.
- Looking at the VDD voltage map, the peak drop is 0.07366 mV.
-- worst reg2reg max path: cells and delay by family, from the launching register on --
kind                       cells  cell delay, ns
and+or+nand+nor                2            0.30
buffers and inverters          1            0.14
AOI/OAI and AO/OA              7            2.42
DFF                            1            0.48
adders and majority gates      1            0.44
muxes                          1            0.37
-- metal layers --
metal,vias to the layer above,global-route usage
li1,7340,-
met2,448,0.3531
met5,-,0
met3,27,0.05487
met4,0,0.02574
met1,6557,0.3982
-- where the power goes --
group | internal, W | switching, W
sequential | 0.000418 | 0.0000120
clock | 0.000232 | 0.000170
combinational | 0.0000670 | 0.000117
total | 0.000717 | 0.000298
-- layout make-up --
| cell class | instances | area share |
|---|---|---|
| clock inverter | 9 | 0.006993 |
| tap | 455 | 0.03535 |
| multi-input combinational | 1679 | 0.6168 |
| sequential | 170 | 0.2117 |
| clock buffer | 22 | 0.02945 |
| timing repair buffer | 151 | 0.09091 |
| inverter | 38 | 0.008858 |
-- placed cells by master (no fill, tap or decap), drive strengths merged, types with 11 or more instances in the layout --
cell / Yosys / routed
o21bai: 14 / 14
dfxtp: 170 / 170
a22oi: 25 / 25
xnor2: 50 / 50
clkbuf: 110 / 22
or3: 31 / 31
nand4: 31 / 31
o21ai: 139 / 139
buf: 27 / 19
ha: 74 / 74
nor2: 232 / 232
a211oi: 13 / 13
inv: 38 / 39
nand2: 296 / 296
nor4: 17 / 17
o21ba: 11 / 11
a21o: 55 / 55
a21oi: 278 / 278
clkdlybuf4s50: 0 / 132
xor2: 64 / 64
a311oi: 16 / 16
a31oi: 18 / 18
or4: 15 / 15
o31ai: 27 / 27
nand3: 68 / 68
nor3: 72 / 72
-- stage by stage --
step,hold slack (ns),cells,worst slack (ns),cell area [µm²]
after detailed placement,0.4471,2493,6.322,15520
after global routing,0.4710,2524,6.010,16100
after floorplan,0.4322,2024,7.837,14000
final,0.4534,2524,6.296,16100
after CTS,0.4564,2524,6.311,16100
after global placement,0.4432,2493,6.408,15520
-- cell usage after synthesis, types with 12 or more instances --
library cell,count,area share
nand2_1,296,0.079
a21oi_1,275,0.098
nor2_1,231,0.062
dfxtp_1,170,0.24
o21ai_0,134,0.048
clkbuf_1,110,0.029
ha_1,74,0.066
nor3_1,70,0.025
nand3_1,68,0.024
xor2_1,64,0.040
a21o_1,55,0.029
xnor2_1,50,0.031
inv_1,38,0.010
or3_1,31,0.014
nand4_1,30,0.013
o31ai_1,26,0.014
a22oi_1,25,0.013
a31oi_1,18,0.0080
a311oi_1,15,0.0094
buf_1,14,0.0038
o21bai_1,14,0.0075
a211oi_1,13,0.0070
nor4_1,12,0.0054
-- final timing paths --
kind                                   endpoint  slack (ns)
worst max-delay path                      p[15]        6.30
worst min-delay path                  b_reg[28]        0.45
worst max register to register  accumulator[56]       12.50
worst min register to register        b_reg[28]        0.45
-- cells by family (layout without fill, tap and decap cells) --
group                      count (synthesis)  after routing
and+or+nand+nor                          819            819
AOI/OAI and AO/OA                        658            658
buffers and inverters                    175            220
DFF                                      170            170
xor gates and xnor gates                 114            114
adders and majority gates                 75             75
muxes                                     13             13
Power and IR drop assume default switching activity.
