==> design.v <==
interface banked_mem_itf(
    input   bit         clk,
    input   bit         rst
);
    logic   [31:0]      addr;
    logic               read;
    logic               write;
    logic   [63:0]      wdata;
    logic               ready;
    logic   [31:0]      raddr;
    logic   [63:0]      rdata;
    logic               rvalid;
    bit                 error = 1'b0;
    modport dut (
        input           clk,
        input           rst,
        output          addr,
        output          read,
        output          write,
        output          wdata,
        input           ready,
        input           raddr,
        input           rdata,
        input           rvalid
    );
    modport mem (
        input           clk,
        input           rst,
        input           addr,
        input           read,
        input           write,
        input           wdata,
        output          ready,
        output          rdata,
        output          raddr,
        output          rvalid,
        output          error
    );
    modport mon (
        input           clk,
        input           rst,
        input           addr,
        input           read,
        input           write,
        input           wdata,
        input           ready,
        input           rdata,
        input           raddr,
        input           rvalid,
        input           error
    );
endinterface
interface mem_itf(
    input   bit         clk,
    input   bit         rst
);
    logic   [31:0]      addr;
    logic   [3:0]       rmask;
    logic   [3:0]       wmask;
    logic   [31:0]      rdata;
    logic   [31:0]      wdata;
    logic               resp;
    bit                 error = 1'b0;
    modport dut (
        input           clk,
        input           rst,
        output          addr,
        output          rmask,
        output          wmask,
        input           rdata,
        output          wdata,
        input           resp
    );
    modport mem (
        input           clk,
        input           rst,
        input           addr,
        input           rmask,
        input           wmask,
        output          rdata,
        input           wdata,
        output          resp,
        output          error
    );
    modport mon (
        input           clk,
        input           rst,
        input           addr,
        input           rmask,
        input           wmask,
        input           rdata,
        input           wdata,
        input           resp,
        output          error
    );
endinterface
interface mon_itf(
    input   bit             clk,
    input   bit             rst
);
            logic           valid [8];
            logic   [63:0]  order [8];
            logic   [31:0]  inst [8];
            logic           halt [8];
            logic   [4:0]   rs1_addr [8];
            logic   [4:0]   rs2_addr [8];
            logic   [31:0]  rs1_rdata [8];
            logic   [31:0]  rs2_rdata [8];
            logic   [4:0]   rd_addr [8];
            logic   [31:0]  rd_wdata [8];
            logic   [31:0]  pc_rdata [8];
            logic   [31:0]  pc_wdata [8];
            logic   [31:0]  mem_addr [8];
            logic   [3:0]   mem_rmask [8];
            logic   [3:0]   mem_wmask [8];
            logic   [31:0]  mem_rdata [8];
            logic   [31:0]  mem_wdata [8];
            bit             error = 1'b0;
endinterface
module cacheline_arbiter(
    input  logic            clk,
    input  logic            rst,
    input  logic            flush,
    input  logic    [31:0]  i_dfp_addr,
    input  logic            i_dfp_read,
    output logic    [255:0] i_dfp_rdata,
    output logic            i_dfp_resp,
    input  logic    [31:0]  d_dfp_addr,
    input  logic            d_dfp_read,
    input  logic            d_dfp_write,
    output logic    [255:0] d_dfp_rdata,
    input  logic    [255:0] d_dfp_wdata,
    output logic            d_dfp_resp,
    output  logic   [31:0]  cla_addr,
    output  logic           cla_read,
    output  logic           cla_write,
    input   logic   [255:0] cla_rdata,
    output  logic   [255:0] cla_wdata,
    input   logic   [31:0]  cla_raddr,
    input   logic           cla_resp,
    output  logic           invalid_cpu_request
);
    logic [31:0] dummy_cla_raddr;
    assign dummy_cla_raddr = cla_raddr;
    logic [1:0] cache_serviced;
    assign invalid_cpu_request = flush ? 1'b1 : 1'b0;
    always_ff @(posedge clk) begin
        if(rst) begin
            cache_serviced <= 2'b10;
        end else begin
            if(cache_serviced == 2'b10) begin
                unique case({i_dfp_read,(d_dfp_read | d_dfp_write)})
                    2'b00: cache_serviced <= 2'b10;
                    2'b01: cache_serviced <= 2'b01;  
                    2'b10: cache_serviced <= 2'b00;  
                    2'b11: cache_serviced <= 2'b01;  
                endcase
            end else begin
                if(cla_resp) begin
                    cache_serviced <= 2'b10;
                end
            end
            if(flush) begin
                cache_serviced <= 2'b10;
            end
        end
    end
    always_comb begin
        i_dfp_rdata = 'x;
        i_dfp_resp = '0;
        d_dfp_rdata = 'x;
        d_dfp_resp = '0;
        cla_addr = '0;
        cla_read = '0;
        cla_write = '0;
        cla_wdata = 'x;
        if(!cache_serviced[1]) begin
            if(cache_serviced[0] == 1'b0) begin
                cla_addr = i_dfp_addr;
                cla_read = i_dfp_read;
                if(cla_resp && cla_addr == cla_raddr) begin  
                    cla_read = 1'b0;
                    i_dfp_rdata = cla_rdata;
                    i_dfp_resp = cla_resp;
                end
            end else if(cache_serviced[0] == 1'b1) begin
                if(d_dfp_read) begin
                    cla_addr = d_dfp_addr;
                    cla_read = d_dfp_read;
                    if(cla_resp) begin
                        cla_read = 1'b0;
                        d_dfp_rdata = cla_rdata;
                        d_dfp_resp  = cla_resp;
                    end
                end else if(d_dfp_write) begin
                    cla_addr = d_dfp_addr;
                    cla_write = d_dfp_write;
                    cla_wdata = d_dfp_wdata;  
                    if(cla_resp)begin
                        cla_write = 1'b0;
                        d_dfp_resp = cla_resp;
                    end
                end
            end
        end else begin
            i_dfp_rdata = 'x;
            i_dfp_resp = '0;
            d_dfp_rdata = 'x;
            d_dfp_resp = '0;
            cla_addr = '0;
            cla_read = '0;
            cla_write = '0;
            cla_wdata = 'x;
        end
    end
endmodule
==> run.sh <==
#!/bin/bash
# OpenROAD 26Q1-2900-gdf79404cd8, Yosys 0.63+post, stock flow scripts
make -C /OpenROAD-flow-scripts/flow DESIGN_CONFIG=/design/flow/config.mk WORK_HOME=/design/flow/orfs finish
==> config.mk <==
export PLATFORM = sky130hd
export DESIGN_NAME = cacheline_arbiter
export DESIGN_NICKNAME = cacheline_arbiter
export VERILOG_FILES = /design/flow/design.v
export SDC_FILE = /design/flow/constraint.sdc
export NUM_CORES = 4
export LEC_CHECK = 1
export CORE_AREA = 10 10 543 543
export DIE_AREA = 0 0 553 553
==> constraint.sdc <==
current_design cacheline_arbiter

set clk_period 4.5
set clk_io_pct 0.2

create_clock -name clk0 -period $clk_period [get_ports {clk}]

set non_clock_inputs [all_inputs -no_clocks]
set_input_delay [expr $clk_period * $clk_io_pct] -clock clk0 $non_clock_inputs
set_output_delay [expr $clk_period * $clk_io_pct] -clock clk0 [all_outputs]
==> results_dict.tcl <==
# collected from the flow reports
set metrics [dict create \
    status "completed" \
    final_routed_drc_violation_total 0 \
    clock_path_buffers 2 \
    end_kind "output port" \
    cts.repair_timing.setup_buffer_count 0 \
    core_util_floorplan_pct 2.32 \
    drv.max_cap_violation_count 0 \
    regToRegStartpoint "cache_serviced[1]$_SDFFE_PP1P_" \
    antenna_violations_before_repair 63 \
    die_extent_in_y_um 553 \
    fraction_of_final_layout_cells_with_drive_strength_greater_than_1_pct 16.7 \
    cellPowerDensity_nw_per_um2 64.0 \
    hold_end "cache_serviced[1]$_SDFFE_PP1P_" \
    clk_pin_slew_worst_setup_hold_paths_ps 30 \
    startpoint "i_dfp_addr[1]" \
    cts.sinks 2 \
    final_design_area_no_fill_um2 7170 \
    chipArea_um2 306000 \
    timing.reg2reg.worst_path_depth 3 \
    timing.final.max_slew_violations 0 \
    synth.cell_area_um2 6570 \
    edf_count 0 \
    core.rowCount 195 \
    tightestPinTransition_ps 787 \
    largest_registers "cache_serviced (2)" \
    detail_route.first_pass.iterations 4 \
    postPlaceCellArea_um2 6970 \
    grt_overflow_total 0 \
    syn-mean-instance-area_um2 7.55 \
    post-dp-hpwl_um 201000 \
    numPortBuffers 139 \
    post_synth_num_cell_types 22 \
    synth_stat.cells 870 \
    worst_slack_on_hold_paths_ps 644 \
    vias 3709 \
    clock-skew-final_ps 2.14 \
    ioPinCount 1420 \
    setup_slack_ps 102 \
    ys_ff 2 \
    final_min_period_over_clock_period_pct 97.7 \
    routed_via_count_divided_by_cell_count 0.925 \
    routed_wire_length_per_instance_um 51.4 \
    area_growth_syn_to_fin_pct 9.16 \
    asyncSetResetFlopFracSynth_pct 0 \
    timing.setup.critical_path_class "primary input to output port" \
    path_max_fanout 2 \
    grt_first_pass_wirelength_um 218000 \
    grt_max_degree 34 \
    drt-initial-drc-count 141 \
    largest_register_ffs 2 \
    mostFrequentLayoutCells "120 x clkdlybuf4s50_1, 27 x a22o_1, 22 x xnor2_1, 7 x nand4_1" \
    relative_max_transition_margin_pct 47.4 \
    layout.cells.most_common "clkdlybuf4s50_1" \
    ir_drop_v 0.0000888 \
    synth_top_flop_cell "dfxtp_1" \
    worstPathArrival_ps 3500 \
    number_of_warning_messages_in_the_yosys_log 1 \
    hold-path-cell-count 2 \
    synth.yosys.seq_area_share_pct 0.610 \
    synth-area-yosys_um2 6570 \
    route.final.wire_length_um 206000 \
    final-hold-violation-count 0 \
    width_of_the_die_um 553 \
    clock_tree_from_tritoncts "done" \
    regToRegEndpoint "cache_serviced[0]$_SDFFE_PP0P_" \
    grt_pass1_vias 3506 \
    worstSkewPairLatency_ps 220 \
    largest-register "cache_serviced" \
    ctsHoldBuffers 0 \
    log.warning_count 27 \
    fillers 33798 \
    max_freq_mhz 227 \
    total_leakage_power_nw 0.969 \
    required_ps 3600 \
    grt_use_total_pct 13.1 \
    syn-instance-count 870 \
    layout_min_cycle_time_ps 4400 \
    cts-root-buf "clkbuf_16" \
    critical_path.startpoint_type "primary input" \
    h-tree-depth 1 \
    timing.hold.worst.class "flip-flop to flip-flop" \
    setup_violations 0 \
    core_um2 283000 \
    gp_routability_congestion 0.715 \
    cts_made_buffers 3 \
    place_ws_ps -619 \
    route.antenna.remaining_nets 0 \
    min-delay-start "cache_serviced[1]$_SDFFE_PP1P_" \
    timing.reg2reg.setup_slack_ps 3430 \
]
-- through the flow --
stage | TNS [ps] | util [%] | std cells | power (mW)
after CTS | -243 | 2.51 | 3988 | 0.489
after detailed placement | -1840 | 2.47 | 3985 | 0.347
after global routing | -42.0 | 2.53 | 3995 | 0.482
after global placement | -3180 | 2.45 | 3983 | 0.340
final | 0 | 2.54 | 4008 | 0.459
after floorplan | 0 | - | 870 | 0.472
-- cells by family (layout without fill, tap and decap cells) --
logic type	Yosys count	count (layout)	share of synthesized area (%)
multiplexers	1	1	0.171
flip-flops	2	2	0.610
other	0	20	0
buffers and inverters	775	150	88.3
XOR/XNOR	32	32	4.27
AND-OR/OR-AND	35	35	4.59
AND/OR/NAND/NOR	25	25	2.06
-- power breakdown --
group | switching (mW) | leakage (nW) | internal [mW] | total [mW]
Sequential | 0.00239 | 0.0165 | 0.0190 | 0.0214
Combinational | 0.161 | 0.916 | 0.141 | 0.302
Clock | 0.0223 | 0.0371 | 0.113 | 0.136
-- critical path: stages --
cell             delay [ps]
clkdlybuf4s50_1         480
xnor2_2                 440
nand4_1                 480
nor4_2                  380
buf_4                   170
nand3_2                  90
buf_6                   160
a32o_2                  260
buf_4                   120
-- metal layers --
| layer | wire, um | track usage [%] | vias to the layer above |
|---|---|---|---|
| li1 | - | - | 713 |
| met1 | 27300 | 5.00 | 1222 |
| met2 | 89000 | 19.9 | 1368 |
| met3 | 80900 | 24.5 | 354 |
| met4 | 7850 | 3.58 | 52 |
| met5 | 896 | 1.59 | - |
-- how the worst max path moves through the flow --
stage / endpoint / slack [ps]
4_1_cts: cla_read / -130
5_1_grt: cla_read / -40
6_report: cla_read / 100
-- layout make-up --
class                   count  area [um^2]  area share (%)
clock buffers               3         75.1            1.05
multi-input cells          93          847            11.8
well taps                3743         4680            65.3
diodes                     20         50.0           0.698
flip-flops and latches      2         40.0           0.558
repair buffers            147         1480            20.6
-- Yosys cell counts, types with 2 or more instances --
master / number / area [um^2]
buf_4: 769 / 5770
a22o_1: 31 / 272
xnor2_1: 29 / 254
nand4_1: 7 / 43.8
nor2_1: 6 / 22.5
buf_2: 4 / 20.0
nor3_1: 4 / 20.0
xor2_1: 3 / 26.3
clkbuf_1: 2 / 7.51
dfxtp_1: 2 / 40.0
nor4_1: 2 / 12.5
-- what timing repair did --
| action | in CTS | in global routing |
|---|---|---|
| endpoints found under the setup margin | 6 | 2 |
| gates resized | 26 | 20 |
| pin swaps | 7 | 10 |
No activity file was given, so power comes from the tool's default toggle rates.
